$ cat config.mk
export PLATFORM = sky130hd
export DESIGN_NAME = bcd_7segment
export DESIGN_NICKNAME = bcd_7segment
export VERILOG_FILES = /design/flow/design.v
export SDC_FILE = /design/flow/constraint.sdc
export NUM_CORES = 4
export LEC_CHECK = 1
export CORE_AREA = 10 10 70 70
export DIE_AREA = 0 0 80 80
$ cat constraint.sdc
current_design bcd_7segment

set clk_period 1.2
set clk_io_pct 0.2

create_clock -name clk0 -period $clk_period

set non_clock_inputs [all_inputs -no_clocks]
set_input_delay [expr $clk_period * $clk_io_pct] -clock clk0 $non_clock_inputs
set_output_delay [expr $clk_period * $clk_io_pct] -clock clk0 [all_outputs]
$ cat design.v
module bcd_7segment(input [3:0] bcd, output reg [6:0] seven_segment);
always @ (bcd)
	begin
		case (bcd)
			4'b0000 : begin seven_segment = ~ 7'b0111111; end
			4'b0001 : begin seven_segment = ~ 7'b0000110; end
			4'b0010 : begin seven_segment = ~ 7'b1011011; end
			4'b0011 : begin seven_segment = ~ 7'b1001111; end
			4'b0100 : begin seven_segment = ~ 7'b1100110; end
			4'b0101 : begin seven_segment = ~ 7'b1101101; end
			4'b0110 : begin seven_segment = ~ 7'b1111101; end
			4'b0111 : begin seven_segment = ~ 7'b0000111; end
			4'b1000 : begin seven_segment = ~ 7'b1111111; end
			4'b1001 : begin seven_segment = ~ 7'b1100111; end
			default : begin seven_segment = ~ 7'b1111111; end
		endcase	
	end
endmodule	
$ cat run.sh
#!/bin/bash
# OpenROAD 26Q1-2900-gdf79404cd8, Yosys 0.63+post, stock flow scripts
make -C /OpenROAD-flow-scripts/flow DESIGN_CONFIG=/design/flow/config.mk WORK_HOME=/design/flow/orfs finish
==> run summary <==
Flow results follow.

The run finished, with violations left. The final reports fail on setup timing. The power density of the placed cells is 278 nW/um2.

The biggest fanout along the worst timing path is 2. There are 0 flip-flops and latches. Yosys stat counts 25 cells in the synthesized netlist. The gate count after technology mapping is 25. The area of the synthesized netlist per yosys stat is 203 um2. The largest net degree at the start of global routing is 9. The violation count after the first detailed-route iteration is 4. The total number of warnings across the stage logs is 39. The pre-antenna-repair detailed-routing pass consisted of 2 iterations. STA puts the critical path data required time at 960 ps. Wires add up to 755 um. At the pin with the least slew margin, the transition time is 201 ps. For this run, the detailed router reports a per-instance via density of 2.54.

The die extent in y is 80 um. The post-place instance area is 389 um2. Nets still carrying antenna violations after routing amount to 0. The final timing report derives a shortest allowable period of 1300 ps. In the post-route analysis, the smallest setup slack over all paths is -101 ps. According to the floorplan report, the die width is 80 um. The chip occupies 6400 um2. The largest vdd supply drop is 0.0337 mV. The number of warnings reported in the yosys synthesis log is 1. STA classifies the critical path endpoint as an output port. The final routed DRC violation total is 0.

The report gives the cell count of the worst hold path as 3. The placement summary gives the final routability congestion estimate as 0.794. The biggest area contributor in the post-synthesis netlist is ha_1.

The count of endpoints failing hold in the final timing report is 0. The total inserted antenna cells is 0. In this run the worst hold path is classified as primary input to output port.

The top cell types in the final layout, fill and taps aside, are buf_2 (8), buf_6 (6), ha_4 (5), buf_4 (3). The fmax is 768 MHz. The count of buffering cells on the critical path with inverters included is 5.

The total global routing overflow is 0. Traced cell by cell, the critical path runs through buf_8 > inv_4 > buf_6 > buf_6 > ha_4 > mux2i_2 > o22ai_2 > buf_2. Across all checked pins, the minimum headroom to the slew limit is 86.6%.

The number of global-route vias before repair was 279. Global routing used 2.42% of the available tracks across all layers. The wire length of the first global-routing pass is 1310 um. The sequential area share after synthesis is 0%. The number of clock buffers in the layout is 0.

The worst setup path is launched from a primary input. The post-route clock period utilization is 108%. The post-synth design cell area is 203 um2. The initial antenna violation count is 0. The critical path in this run is classified as primary input to output port.

The library cell used most frequently in the layout, excluding fill and tap cells, is buf_2. In the final routed layout, each cell accounts on average for 8.39 um. The total stage count of the critical path is 8. In the Yosys stats the netlist draws on 12 distinct library cells. The family with the most delay on the worst path is buffers and inverters. The total area inside the core boundary comes to 3420 um2.

The average cell area after synthesis is 8.11 um2. The number of max-slew violations in the final report is 0. Yosys attributes the largest share of cell area to ha_1 (37%), mux2i_1 (15%), nand2b_4 (6.8%). In this run the core area contains 21 standard-cell rows.

The number of top-level pins is 11. Setup repair after global routing could not meet its margin everywhere. The layout overhead on the synthesized area is 161%. The initial core utilization is 5.93%. In this design, the stage delay of the slowest critical-path cell is 160 ps. The arrival time at the worst endpoint is 1060 ps.

Per STA, the library cell used most along the worst path is buf_6. The area share of the largest cell type after synthesis is 37.0%. The register area is 0 um2. The pre-CTS setup slack is -927 ps. The reported max-cap violation count is 0. Per the OpenROAD power report, leakage power amounts to 0.224 nW. The number of fillers in the final layout is 385.

Among all stages on the critical path, the largest delay is contributed by mux2i_2. The final instance area is 529 um2. Detailed routing inserted a total of 229 vias. The fraction of final layout cells with drive strength greater than 1 is 79.5%.

The number of I/O port buffers is 11. The end-of-flow timing check tallies setup violations at 3.
==> where the power goes <==
part / internal [W] / total [W] / switching, W
clock: 0 / 0 / 0
sequential: 0 / 0 / 0
combinational: 0.0000877 / 0.000147 / 0.0000592
total: 0.0000877 / 0.000147 / 0.0000592
==> cell type report <==
type	instances	area (um2)	share of cell area (%)
multi-input cells	20	256	48.5
repair buffers	21	196	37.1
inverters	3	18.8	3.55
well taps	46	57.6	10.9
==> path summary, 6_finish.rpt <==
kind | slack (ps) | start | endpoint
setup / recovery | -100 | bcd[1] | seven_segment[3]
hold / removal | 860 | bcd[2] | seven_segment[2]
==> cells in the mapped netlist, drive strengths merged <==
cell type  count
ha             6
mux2i          3
or2            2
nand2          1
o22ai          2
nor3b          1
nor2           2
a21oi          2
nand2b         1
buf            2
inv            3
==> kinds of logic after synthesis <==
| logic type | count (synthesis) | synth area share (%) |
|---|---|---|
| mux | 3 | 14.8 |
| compound gates | 4 | 11.1 |
| fa+ha+maj | 6 | 37.0 |
| simple gates | 7 | 22.2 |
| buf+inv | 5 | 14.8 |
==> stage by stage <==
stage	hold slack, ps	TNS [ps]	total power, W	util (%)	instances
global route	879	-482	0.000162	15.5	90
finish	856	-194	0.000147	15.5	90
global placement	1590	-5890	0.000101	11.4	85
floorplan	590	0	0.0000427	-	25
CTS	860	-244	0.000140	15.0	90
detailed placement	1590	-6020	0.000103	11.4	85
==> layer usage <==
metal  up-vias  global-route usage [%]  wire length (um)  share of wire [%]
met2         0                    5.62               501                 66
met5         -                       0                 0                  0
met4         0                       0                 0                  0
met1       110                    2.31               254                 34
met3         0                       0                 0                  0
li1        119                       -                 -                  -
==> timing repair <==
| action | in CTS | in global routing |
|---|---|---|
| setup buffers | 5 | 0 |
| resized | 65 | 4 |
| setup endpoints to repair | 7 | 6 |
| pin swaps | 9 | 4 |
| hold buffers | 0 | 0 |
No activity file was given, so power comes from the tool's default toggle rates.
